$ cat ./run.sh
#!/bin/bash
# OpenROAD 26Q1-2900-gdf79404cd8, Yosys 0.63+post, stock flow scripts
make -C /OpenROAD-flow-scripts/flow DESIGN_CONFIG=/design/flow/config.mk WORK_HOME=/design/flow/orfs finish
$ cat ./config.mk
export PLATFORM = sky130hd
export DESIGN_NAME = display
export DESIGN_NICKNAME = display
export VERILOG_FILES = /design/flow/design.v
export SDC_FILE = /design/flow/constraint.sdc
export NUM_CORES = 4
export LEC_CHECK = 1
export CORE_AREA = 10 10 88 88
export DIE_AREA = 0 0 98 98
$ cat ./constraint.sdc
current_design display

set clk_period 5.9
set clk_io_pct 0.2

create_clock -name clk0 -period $clk_period [get_ports {clk}]

set non_clock_inputs [all_inputs -no_clocks]
set_input_delay [expr $clk_period * $clk_io_pct] -clock clk0 $non_clock_inputs
set_output_delay [expr $clk_period * $clk_io_pct] -clock clk0 [all_outputs]
$ cat ./design.v
`timescale 1ns / 1ps
module BCD7(din, dout);
    input [3:0] din;
    output [6:0] dout;
    wire [6:0] dout;
    assign    dout=(din==4'h0)?7'b1000000:
                 (din==4'h1)?7'b1111001:
                 (din==4'h2)?7'b0100100:
                 (din==4'h3)?7'b0110000:
                 (din==4'h4)?7'b0011001:
                 (din==4'h5)?7'b0010010:
                 (din==4'h6)?7'b0000010:
                 (din==4'h7)?7'b1111000:
                 (din==4'h8)?7'b0000000:
                 (din==4'h9)?7'b0010000:
                 (din==4'ha)?7'b0001000:
                 (din==4'hb)?7'b0000011:
                 (din==4'hc)?7'b1000110:
                 (din==4'hd)?7'b0100001:
                 (din==4'he)?7'b0000110:
                 (din==4'hf)?7'b0001110:7'b1111111;
endmodule
`timescale 1ns / 1ps
module display(clk,regnum,an,cat);
input clk;
input [15:0] regnum;
output [3:0] an;
output [7:0] cat;
reg [1:0] stat;
wire [3:0] num;
wire khz;
reg khz_reg;
reg [15:0] state;
always @(posedge clk)
begin
if(state==0)
khz_reg=~khz_reg;
state=state+1;
if(state==16'd49999)
state=16'b0;
end
assign khz=khz_reg;
always @(posedge khz)
begin
stat<=stat+1;
end
assign an=(stat==0)?4'b1110:
(stat==1)?4'b1101:
(stat==2)?4'b1011:
(stat==3)?4'b0111:4'b1111;
assign num=(stat==0)?regnum[3:0]:
(stat==1)?regnum[7:4]:
(stat==2)?regnum[11:8]:
(stat==3)?regnum[15:12]:4'b0000;
BCD7 bcd(num,cat);
endmodule
==> results.toml <==
# generated from flow reports
[route]
detail_route.wirelength_um = 3350
detail_route.wl_per_cell_um = 12.0
route.antenna.diode_count = 0
route.antenna.remaining_nets = 0
dr_iter_0_viols = 70
num_vias = 1323
drt_pre_antenna_iters = 4
drc_errors = 0
route.detailed.vias_per_inst = 4.74

[logic_synthesis]
synthXorXnorAreaFrac_pct = 10.1
synthDominantCellAreaShare_pct = 24.3
postSynthRegisterBits = 19
synth_chip_area_um2 = 1480
synthCells = 185
yosysMostFrequentCell = "sky130_fd_sc_hd__dfxtp_1"
ys_sh_mux_pct = 1.35
synth.cellmix.adderShare_pct = 7.60
synthDominantAreaCellType = "sky130_fd_sc_hd__dfxtp_1"
postSynthAreaPerCell_um2 = 8.01
ys_top_cells_by_count = "sky130_fd_sc_hd__dfxtp_1 (18), sky130_fd_sc_hd__a21oi_1 (16), sky130_fd_sc_hd__nand2_1 (16)"
enable_flop_cells = 1
post_synth_num_cell_types = 40
yosys_warnings = 2
synth.cellmix.compoundShare_pct = 21.8
async_flop_share_pct = 0
mappedNetlistArea_um2 = 1480
total_cells_reported_by_yosys_after_synthesis = 185
logic_family = "simple AND/OR/NAND/NOR gates"
synthFlopType = "sky130_fd_sc_hd__dfxtp_1"
synth.yosys.seq_area_share_pct = 26.4
synth.top_cells.by_area = "sky130_fd_sc_hd__dfxtp_1 (24%), sky130_fd_sc_hd__ha_1 (7.6%), sky130_fd_sc_hd__xnor2_1 (7.1%)"
synth.cellmix.simpleShare_pct = 25.2

[pwr]
power_report.internal_total_mw = 0.177
combPwrFrac_pct = 8.0
power.leakage_nw = 0.671
vdd_drop_max_uv = 93.3
sw_frac_of_total_pct = 19.7
power.density_nw_per_um2 = 120
clkPwrFrac_pct = 39.4
sequentialPowerShare_pct = 52.6
sw_pwr_mw = 0.0432

[timing]
finalWorstPathRequiredPeriod_ps = 4450
setup_repair_after_global_routing_missed_its_margin = "no"
final_count_of_pins_violating_max_slew = 0
hold_viol = 0
finClkSkew_ps = 1.59
layout_worst_path_cycle_share_pct = 75.4
count_of_unclocked_register_or_latch_pins = 2
tightestPinTransition_ps = 725
slew_headroom_pct = 51.6
untimed_endpoints = 6
setup-violations-final = 0
maxClockFrequency_mhz = 225
fin_setup_tns_ps = 0
fin_hold_ws_ps = 531

[critical_path]
timing.critical_path.cells = "clkdlybuf4s50_1, a21oi_1, o21ai_0, a22oi_1, nand2_1, o211ai_1, clkdlybuf4s50_1"
timing.critical_path.max_delay_family = "AND-OR/OR-AND gates"
cp_data_required_time_ps = 4720
worst-path-max-fanout = 11
worst-path-buf-inv = 2
crit_slowest_cell = "sky130_fd_sc_hd__a22oi_1"
path_common_cell = "sky130_fd_sc_hd__clkdlybuf4s50_1"
critical-path-max-stage-delay_ps = 580
startpoint_type = "input pin"
worst-setup-path-type = "in -> out"
arrival_ps = 3270
critPathCaptureType = "output pin"

[clocking]
tritoncts = "yes"
post-cts-setup-buffer-count = 0
ctsHtreeMaxLevel = 1
quantity_of_gates_resized_following_cts = 0
post_cts_hold_buffer_count = 0
clock_pin_transition_on_the_worst_setup_and_hold_timing_paths_ps = 60
clk-insertion-delay-late_ps = 250
clk_root_buffer_cell = "sky130_fd_sc_hd__clkbuf_8"
clk_path_buf_depth = 2
cts_inserted_buffers = 3

[final_layout]
n_fill_cell = 611
largest_register_ffs = 16
share_of_cells_above_drive_strength_1_pct = 3.92
flow.area_growth_from_synthesis_pct = 24.0

[die]
floorplan.die.height_um = 98
io_pins = 29
die_area_um2 = 9600
core_um2 = 5920
floorplan.initialDensity_pct = 25.0
count_of_standard_cell_rows = 28
fp.dieW_um = 98

[flow_run]
drv_cap = 0
warnings = 32

[global_route]
pin_count_of_the_biggest_net_entering_global_routing = 16
global_route.usage.total_pct = 6.56
first_global_vias = 1145
grt_antenna_before_repair = 0
grt_overflow_total = 0
grt_pass1_wl_um = 5540

[place]
finalWeightedCongestion = 0.848
io_buffer_count = 27
place.detailed.hpwl_um = 2520

[status]
status = "complete, no violations"

[min_path]
worstHoldPathType = "reg -> reg"
## through the flow
stage | utilization, % | power (mW) | std cells | setup slack (ps) | instance area, um2
after floorplan | - | 0.122 | 185 | 2460 | 1480
after global placement | 30.3 | 0.136 | 275 | 1450 | 1790
after detailed placement | 30.3 | 0.136 | 275 | 1430 | 1790
after CTS | 31.0 | 0.224 | 279 | 1430 | 1840
after global routing | 31.0 | 0.232 | 279 | 1210 | 1840
final | 31.0 | 0.220 | 279 | 1450 | 1840
## placed cells by master, fill, tap and decap left out, drive strengths merged
| cell type | n |
|---|---|
| nor2 | 9 |
| and4 | 2 |
| nor2b | 1 |
| nand2b | 2 |
| o211ai | 7 |
| nand3b | 3 |
| a211oi | 1 |
| a21oi | 16 |
| mux2i | 2 |
| nor4 | 5 |
| conb | 1 |
| o21a | 1 |
| clkdlybuf4s50 | 27 |
| a21bo | 1 |
| nor3 | 3 |
| nand3 | 11 |
| dfxtp | 18 |
| o22ai | 1 |
| a21boi | 1 |
| nor4b | 2 |
| o21ai | 5 |
| xor2 | 5 |
| nand4 | 7 |
| a211o | 3 |
| or4 | 2 |
| ha | 9 |
| clkbuf | 4 |
| inv | 15 |
| a22o | 3 |
| o211a | 1 |
| edfxtp | 1 |
| xnor2 | 12 |
| a22oi | 4 |
| or3 | 2 |
| o31ai | 1 |
| nand2 | 16 |
## worst paths after layout
| path | from | endpoint | slack [ps] | depth (start not counted) |
|---|---|---|---|---|
| min | state[11]$_SDFF_PN0_ | state[11]$_SDFF_PN0_ | 530 | 1 |
| max | regnum[9] | cat[3] | 1450 | 7 |
| max reg2reg | state[1]$_SDFF_PN0_ | state[2]$_SDFF_PN0_ | 3670 | 6 |
| min reg2reg | state[11]$_SDFF_PN0_ | state[11]$_SDFF_PN0_ | 530 | 1 |
## power groups by stage
stage	Sequential (mW)	Clock (mW)	Combinational [mW]
after global routing	0.116	0.0972	0.0191
after CTS	0.116	0.0906	0.0178
final	0.116	0.0866	0.0176
## worst register-to-register path: stages, from the launching register on
cell and delay [ps]:
sky130_fd_sc_hd__dfxtp_1 480, sky130_fd_sc_hd__ha_1 420, sky130_fd_sc_hd__nand2_1 180, sky130_fd_sc_hd__nor4_4 300, sky130_fd_sc_hd__mux2i_1 170, sky130_fd_sc_hd__a211oi_4 440, sky130_fd_sc_hd__a21oi_1 130
## routing by layer
metal  GRT usage (%)  wire, um  vias up
li1                -         -      697
met1            10.5      1860      588
met2            8.93      1270       36
met3            1.42       203        2
met4           0.671         8        0
met5               0         0        -
## logic make-up (layout without fill, tap and decap cells)
| group | after synthesis | in the layout |
|---|---|---|
| multiplexers | 2 | 2 |
| adder cells (fa/ha/maj) | 9 | 9 |
| buffers and inverters | 27 | 46 |
| XOR/XNOR | 17 | 17 |
| flip-flops | 19 | 19 |
| other | 1 | 1 |
| AND/OR/NAND/NOR | 65 | 65 |
| AND-OR/OR-AND | 45 | 45 |
## layout make-up
class | count | area [um2] | area share [%]
multi-input combinational | 139 | 981 | 53.4
timing repair buffer | 27 | 270 | 14.7
tap | 75 | 93.8 | 5.11
clock buffer | 4 | 45.0 | 2.45
inverter | 15 | 56.3 | 3.07
sequential | 19 | 390 | 21.3
Power and IR drop assume default switching activity.
