[./config.mk]
export PLATFORM = sky130hd
export DESIGN_NAME = innerclk
export DESIGN_NICKNAME = innerclk
export VERILOG_FILES = /design/flow/design.v
export SDC_FILE = /design/flow/constraint.sdc
export NUM_CORES = 4
export LEC_CHECK = 1
export CORE_AREA = 10 10 92 92
export DIE_AREA = 0 0 102 102
[./constraint.sdc]
current_design innerclk

set clk_period 5.4
set clk_io_pct 0.2

create_clock -name clk0 -period $clk_period [get_ports {sysclk}]

set non_clock_inputs [all_inputs -no_clocks]
set_input_delay [expr $clk_period * $clk_io_pct] -clock clk0 $non_clock_inputs
set_output_delay [expr $clk_period * $clk_io_pct] -clock clk0 [all_outputs]
[./design.v]
`timescale 1ns / 1ps
module innerclk(sysclk,clk);
input sysclk;
output reg clk;
reg [26:0] state;
initial begin
clk=0;
state=27'b0;
end
always @(posedge sysclk)
begin
if(state==0)
clk=~clk;
state=state+1;
if(state==27'd49_9999)
state=27'b0;
end
endmodule
[./run.sh]
#!/bin/bash
# OpenROAD 26Q1-2900-gdf79404cd8, Yosys 0.63+post, stock flow scripts
make -C /OpenROAD-flow-scripts/flow DESIGN_CONFIG=/design/flow/config.mk WORK_HOME=/design/flow/orfs finish
==> impl_metrics.csv <==
group,metric,value,unit
run_status,status,"finished, final reports clean",
synthesis,synth_seq_share,34.65,%
floorplan,pin_count,2,
detailed_routing,vias,1376,
synthesis,common_cells,"dfxtp_1, nand2_1, xnor2_1, nand3_1",
detailed_routing,n_antenna_cell,0,
final_timing,max_slew.worst_pin.slew,0.6081,ns
synthesis,synth.distinct_cells,39,
global_routing,antenna_found_initial,0,
setup_path,r2r-start,"state[1]$_SDFF_PN0_",
setup_path,crit_arrival,2.96,ns
detailed_routing,post_drt_wl_per_cell,13.00,µm
clock_tree,cts_setup_buffers,0,
synthesis,async_flop_share,0,%
global_routing,grt_overflow_total,0,
synthesis,synth_area,1647,µm²
setup_path,r2r_end,"state[0]$_SDFF_PN0_",
setup_path,path_max_fanout,11,
setup_path,path_class,"reg2reg",
clock_tree,clockBufferDepth,2,
clock_tree,cts_hold_buf,0,
final_timing,max_slew_margin,59.12,%
detailed_routing,viasPerCell,5.134,
synthesis,yosysChipArea,1647,µm²
hold_path,worstHoldEndpoint,"state[0]$_SDFF_PN0_",
synthesis,ys_cells,196,
detailed_routing,wl_met2,1.408,mm
final_timing,fin_skew,0.005065,ns
clock_tree,cts_max_level,1,
floorplan,dieHeight,102,µm
pwr,p_sw,0.06363,mW
pwr,peakVddDrop,0.1308,mV
floorplan,initial_core_util,25.49,%
place,place_ws,2.656,ns
job,log.warning_count,27,
final_timing,finalMaxSlewViolations,0,
clock_tree,clkLatencyLatePin,0.27,ns
final_timing,rsz0062_at_grt,"no",
place,dp_hpwl,2.486,mm
synthesis,top_cell,"dfxtp_1",
clock_tree,cts_resized,0,
layout,nFillCells,680,
pwr,comb_power_share,0,%
pwr,internal-power,0.2725,mW
synthesis,synth_flops,28,
detailed_routing,wl_met3,178,µm
clock_tree,cts_buffers,3,
detailed_routing,routed_wl,3.484,mm
setup_path,worst_r2r_path_depth,8,
setup_path,r2r_setup_slack,2.60,ns
pwr,clockPowerShare,38.3,%
job,drv_cap,0,
final_timing,fin_ws,2.604,ns
floorplan,die_w,102,µm
setup_path,slowest_delay,0.59,ns
synthesis,top_cells_by_area,"dfxtp_1, xnor2_1, xor2_1",
clock_tree,clock-sinks,28,
setup_path,critPathSlowestCell,"or4_4",
global_routing,grt_max_degree,16,
hold_path,worstHoldStart,"state[0]$_SDFF_PN0_",
final_timing,period_needed,2.796,ns
final_timing,timing.fmax,357.6,MHz
clock_tree,cts_tree,"built",
detailed_routing,ant_nets,0,
detailed_routing,highest_layer,"met4",
floorplan,core-area,6459,µm²
layout,area_delta_synth_final,7.219,%
hold_path,whs_path_depth,1,
floorplan,rows,29,
pwr,switching_share,18.93,%
detailed_routing,drc_errors,0,
layout,drive_above_1_share,8.377,%
synthesis,syn_area_per_cell,8.401,µm²
hold_path,hp-class,"reg2reg",
synthesis,synth_warnings,1,
place,place.gp.congestion,0.8764,
setup_path,path_cells,"ha_1 > inv_1 > or4_4 > o41ai_2 > nand4_1 > nor4_2 > buf_4 > a31oi_1",
global_routing,track_usage,7.076,%
pwr,p_per_area,190.4,nW/µm²
final_timing,finalSetupViolCount,0,
final_timing,tns,0,ns
detailed_routing,wl_met1,1.883,mm
setup_path,cp-start-kind,"register",
setup_path,required,5.56,ns
setup_path,crit_start,"state[1]$_SDFF_PN0_",
synthesis,synthFlopType,"dfxtp_1",
pwr,leakage,0.5863,nW
synthesis,syn_inst,196,
setup_path,worstSetupEndpointType,"register",
clock_tree,cts_root_buf,"clkbuf_8",
clock_tree,clk_pin_slew,0.10,ns
global_routing,grt_pass1_vias,1244,
synthesis,edf_count,1,
detailed_routing,dr.pass1.iters,4,
place,port_buffers,1,
final_timing,hold_viol,0,
detailed_routing,first_iter_violations,106,
global_routing,grt_first_pass_wirelength,6.134,mm
synthesis,top_area_cell,"dfxtp_1",
final_timing,post-route-period-util,51.78,%
pwr,pwr-share-seq,61.7,%
floorplan,die_area,10400,µm²
synthesis,top_cell_area_share,32.83,%
flip-flops by register name (all words and copies together), names as in the netlist:
signal  cells
clk         1
state      27
metrics by stage:
step	std cells	hold WS (ns)	total power, mW	instance area [µm²]	utilization, %
4_1_cts	268	0.5296	0.3423	1765	27.33
6_report	268	0.5230	0.3362	1765	27.33
2_1_floorplan	196	0.4709	0.2122	1647	-
5_1_grt	268	0.5664	0.3531	1765	27.33
3_3_place_gp	264	0.4989	0.2122	1710	26.48
3_5_place_dp	264	0.5142	0.2122	1710	26.48
cells in the final DEF, fill, tap and decap left out, types with 4 or more instances in the layout:
cell and n:
nor2_1 10, buf_4 4, nor3_1 5, and2_1 4, inv_1 7, dfxtp_1 27
nand3_1 13, xnor2_1 14, a31oi_1 12, nor4_1 10, xor2_1 12, nand2_1 19
nand4_1 9, clkbuf_8 4
worst max path at each step:
stage                      to  slack, ns  depth (start not counted)
4_1_cts   state[8]$_SDFF_PN0_       2.63                          8
5_1_grt   state[0]$_SDFF_PN0_       2.46                          8
6_report  state[0]$_SDFF_PN0_       2.60                          8
kinds of logic (layout without fill, tap and decap cells):
kind of cell    after synthesis  in the layout  synth area share [%]
fa+ha+maj                     3              3                 2.280
compound gates               26             26                 10.56
simple gates                 89             89                 30.70
xor+xnor                     26             26                 13.83
flops                        28             28                 34.65
buf+inv                      21             16                 6.003
mux                           3              3                 1.976
worst max-delay path, delay by kind of cell (launching register included):
family / cells / cell delay (ns)
AND-OR/OR-AND: 2 / 0.48
adder cells (fa/ha/maj): 1 / 0.39
buffers and inverters: 2 / 0.39
flip-flops: 1 / 0.42
AND/OR/NAND/NOR: 3 / 1.00
layout make-up:
| class | instances | area [µm²] | area share [%] |
|---|---|---|---|
| multi-input combinational | 147 | 977.2 | 55.35 |
| sequential | 28 | 570.5 | 32.32 |
| tap | 77 | 96.34 | 5.457 |
| clock buffer | 4 | 55.05 | 3.118 |
| timing repair buffer | 5 | 40.04 | 2.268 |
| inverter | 7 | 26.28 | 1.488 |
power groups by stage:
stage	registers, mW	logic [mW]	clock network, mW
after CTS	0.207	0.000000329	0.135
after global routing	0.207	0.000000329	0.146
final	0.207	0.000000329	0.129
metal layers:
metal / up-vias / global-route usage, %
li1: 700 / -
met1: 642 / 10.93
met2: 32 / 10.12
met3: 2 / 1.500
met4: 0 / 0.8677
met5: - / 0
No activity file was given, so power comes from the tool's default toggle rates.
